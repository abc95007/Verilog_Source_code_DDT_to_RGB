### design.v
module Counter_Sync(
input Sys_Clock,
input Reset,
output wire VSA,
output wire HSA,
output wire DE,
output reg [15:0]Pixel_Data_Cnt,
output reg [15:0]Line_Data_Cnt,
output reg [15:0]Pixel_Cnt,
output reg [15:0]Line_Cnt,
output wire Line_Clear
    );
parameter Source_Num = 50;
parameter HSA_Num = 2;
parameter HFP_Num = 3;
parameter HBP_Num = 4;
parameter H_total = Source_Num + HSA_Num + HFP_Num +HBP_Num;
parameter Gate_Num =20;
parameter VSA_Num = 2;
parameter VFP_Num = 3;
parameter VBP_Num = 4;
parameter V_total =Gate_Num + VSA_Num + VFP_Num +VBP_Num;
wire HBP;
wire HFP;
wire VBP;
wire VFP;
reg Line_Clock;
wire [15:0]Pixel_Cnt_Next = Pixel_Cnt[15:0] < H_total - 1 ? Pixel_Cnt[15:0] + 1'b1 : 0;
always @(negedge Sys_Clock or negedge Reset)
begin
	if (!Reset)
		Pixel_Cnt[15:0] <= 0;
	else
		Pixel_Cnt[15:0] <= Pixel_Cnt_Next[15:0];
end
assign Line_Clear = Pixel_Cnt[15:0] == H_total -1	?	1 : 0;
wire Line_Clock_Next = Line_Clear == 1		?		~Line_Clock	: Line_Clock	;
always @(negedge Sys_Clock or negedge Reset)
begin
	if (!Reset)
		Line_Clock <= 0;
	else
		Line_Clock <= Line_Clock_Next;
end
wire [15:0]Line_Cnt_Next = (Line_Clear == 1 ) && (Line_Cnt[15:0] == (V_total-1)) 	?	0								:
									(Line_Clear == 1 )													?	Line_Cnt[15:0] + 1'b1	:	Line_Cnt[15:0]	;
always @(negedge Sys_Clock or negedge Reset)
begin
	if (!Reset)
		Line_Cnt[15:0] <= 0;
	else
		Line_Cnt[15:0] <= Line_Cnt_Next[15:0];
end
wire [15:0]Pixel_Data_Cnt_Next = Pixel_Cnt[15:0] >= (HFP_Num + HSA_Num + HBP_Num -1) && Pixel_Cnt[15:0] < (H_total-1) ? Pixel_Data_Cnt[15:0] + 1'b1 : 0 ;
always @(negedge Sys_Clock or negedge Reset)
begin
	if (!Reset)
		Pixel_Data_Cnt[15:0] <= 0;
	else
		Pixel_Data_Cnt[15:0] <= Pixel_Data_Cnt_Next[15:0];
end
wire [15:0]Line_Data_Cnt_Next = Line_Cnt[15:0] >= (VFP_Num + VSA_Num + VBP_Num) && Line_Cnt[15:0] <= (V_total) ? Line_Data_Cnt[15:0] + 1'b1 : 0 ;
always @(negedge HSA or negedge Reset)
begin
	if (!Reset)
		Line_Data_Cnt[15:0] <= 0;
	else
		Line_Data_Cnt[15:0] <= Line_Data_Cnt_Next[15:0];
end
assign HFP = Pixel_Cnt[15:0] >=0 && Pixel_Cnt[15:0] <HFP_Num	? 1:0;
assign HSA = Pixel_Cnt[15:0] >=HFP_Num && Pixel_Cnt[15:0] <HFP_Num + HSA_Num	? 1:0;
assign HBP = Pixel_Cnt[15:0] >=HFP_Num + HSA_Num && Pixel_Cnt[15:0] <HFP_Num + HSA_Num + HBP_Num	? 1:0;
assign VFP = Line_Cnt[15:0] >=0 && Line_Cnt[15:0] <VFP_Num	? 1:0;
assign VSA = Line_Cnt[15:0] >=VFP_Num && Line_Cnt[15:0] <VFP_Num + VSA_Num	? 1:0;
assign VBP = Line_Cnt[15:0] >=VFP_Num + VSA_Num && Line_Cnt[15:0] <VFP_Num + VSA_Num + VBP_Num	? 1:0;
assign DE =	Line_Cnt < VFP_Num + VSA_Num + VBP_Num ? 0 		:
				Pixel_Cnt >= HFP_Num + HSA_Num + HBP_Num  && Pixel_Cnt < H_total  ? 1 	: 0 ;
endmodule
`timescale 1ns / 1ps
module Data_patten(
input Sys_Clock,
input Reset,
input HSA,
input VSA,
input DE,
input [15:0]Pixel_Data_Cnt,
input [15:0]Line_Data_Cnt,
output wire [7:0]R,
output wire [7:0]G,
output wire [7:0]B
    );
wire [7:0]Data_R;
wire [7:0]Data_G;
wire [7:0]Data_B;
assign Data_R[7:0] = 8'd255;
assign Data_G[7:0] = 8'd255;
assign Data_B[7:0] = 8'd0;
assign R[7:0] = DE == 1 ? Data_R[7:0] : 0;
assign G[7:0] = DE == 1 ? Data_G[7:0] : 0;
assign B[7:0] = DE == 1 ? Data_B[7:0] : 0;
endmodule
module M_RGB_Source (
	input Sys_Clock,
	input Reset,
	output VSA,
	output HSA,
	output DE
	);
wire [15:0]Pixel_Data_Cnt;
wire [15:0]Line_Data_Cnt;
wire [15:0]Pixel_Cnt;
wire [15:0]Line_Cnt;
wire Line_Clear;
wire	[7:0]R;
wire	[7:0]G;
wire	[7:0]B;
Counter_Sync m1(
	.Sys_Clock(Sys_Clock),
	.Reset(Reset),
	.VSA(VSA),
	.HSA(HSA),
	.DE(DE),
	.Pixel_Data_Cnt(Pixel_Data_Cnt),
	.Line_Data_Cnt(Line_Data_Cnt),
	.Pixel_Cnt(Pixel_Cnt),
	.Line_Cnt(Line_Cnt),
	.Line_Clear(Line_Clear)
	);
Data_patten m2(
	.Sys_Clock(Sys_Clock),
	.Reset(Reset),
	.HSA(HSA),
	.VSA(VSA),
	.DE(DE),
	.Pixel_Data_Cnt(Pixel_Data_Cnt),
	.Line_Data_Cnt(Line_Data_Cnt),
	.R(R),
	.G(G),
	.B(B)
	);
endmodule  
### run.sh
#!/bin/bash
# OpenROAD 26Q1-2900-gdf79404cd8, Yosys 0.63+post, stock flow scripts
make -C /OpenROAD-flow-scripts/flow DESIGN_CONFIG=/design/flow/config.mk WORK_HOME=/design/flow/orfs finish
### config.mk
export PLATFORM = sky130hd
export DESIGN_NAME = M_RGB_Source
export DESIGN_NICKNAME = M_RGB_Source
export VERILOG_FILES = /design/flow/design.v
export SDC_FILE = /design/flow/constraint.sdc
export NUM_CORES = 4
export LEC_CHECK = 1
export CORE_UTILIZATION = 30
### constraint.sdc
current_design M_RGB_Source

set clk_period 5.2
set clk_io_pct 0.2

create_clock -name clk0 -period $clk_period [get_ports {Sys_Clock}]

set non_clock_inputs [all_inputs -no_clocks]
set_input_delay [expr $clk_period * $clk_io_pct] -clock clk0 $non_clock_inputs
set_output_delay [expr $clk_period * $clk_io_pct] -clock clk0 [all_outputs]
==> out/metrics.cfg <==
[pwr]
cellPowerDensity_nw_per_um2=203
swShare=0.201
cellInternalPower_uw=398
leakagePower_uw=0.00116
power.share.clock=0.469
switchingPower_uw=100
ir_worst_vdd_mv=0.132
combPwrFrac=0.017
p_seq_frac=0.514
p_total_uw=499

[critical_path]
worstPathMaxFanout=3
reg2reg_depth=36
crit_type=reg2out
r2r_slack_ns=0.03
endpoint_kind=primary output
worstPathArrival_ns=4.41
start_kind=flop
required_ns=4.16

[clocking]
clk_latency_ns=0.29
cts_tree=done
clockBufferDepth=2
path_clk_slew_ns=0.05
cts_hold_buffers=0
root_buffer=clkbuf_8
cts_buffers=5
htree_levels=2
cts_sinks=32

[yosys]
syn_avg_cell_area_sq_um=10.1
xor_share=0.0586
synth-edff-count=0
synth_cells=163
compound_area_frac=0.0739
synthesis.area_sq_um=1640
ys_cells=163
most_common_cell=dfrtn_1
ys_seq_frac=0.487
ff_type=dfrtn_1
yosysTopAreaCell=dfrtn_1
synth_warnings=1
topCombFamilyByArea=simple AND/OR/NAND/NOR gates
synthTopCellsByArea=dfrtn_1 (49%), ha_1 (5.3%), nor2_1 (4.3%), xor2_1 (3.2%), nand2_1 (3.0%)
ys_async_sr_fraction=1.00
synth_chip_area_sq_um=1640
synth.distinct_cells=36
top_cells_by_count=dfrtn_1 (32), nor2_1 (19), nand2_1 (13)
ys_ff=32
adder_share=0.0533
yosysTopAreaCellShare=0.487
mux_share=0.0198
simple_gate_share=0.263

[sta]
worstMarginPinSlew_ns=0.521
drv_slew=0
setup_viol=3
worst_slack_ns=-0.254
rsz0062_at_grt=true
timing.hold.ws_ns=0.518
finClkSkew_ns=0.00940
slew-limit-headroom=0.650
finalHoldViolations=0

[floorplanning]
pin_count=5
fp.dieH_um=76
rows=26
initial_core_util=0.316
dieWidth_um=76
dieArea_sq_um=5780
core-area_sq_um=5200

[status]
violations=negative setup slack
run_status=finished, violations left

[placed_design]
dp_hpwl_mm=2.23
gp_congestion=0.807
dp_cells=270
numPortBuffers=4
place_area_sq_um=1980

[run]
tool_warnings=32
maxCapViolCount=0

[worst_hold_path]
hold_class=reg2reg
holdPathStages=2

[detailed_routing]
insertedDiodeCount=0
routed_wl_mm=4.11
num_vias=1404
drc_errors=0
drtAntennaViolNets=0
drt_pass1_iterations=5
wl_per_cell_um=13.2
first_iter_violations=55
via_per_inst=4.50

[cells_and_area]
syn_to_final_growth_pct=49.4
regArea_sq_um=801
nFillCells=465
final_area_sq_um=2450
layout-drive-gt1-share=0.405
multiInputGateArea_sq_um=900
finalNonFillerCells=312

[grt]
grtUsageTotal=0.144
grt_start_max_net_pins=33
first_global_vias=1355
grt_pass1_wl_mm=6.46
antenna_found_initial=0
grt_overflow=0

-- metrics by stage --
| step | setup TNS [ns] | util | setup WS, ns |
|---|---|---|---|
| final | -0.512 | 0.471 | -0.254 |
| after global routing | -0.900 | 0.471 | -0.297 |
| after CTS | -0.523 | 0.451 | -0.301 |
| after detailed placement | -0.785 | 0.380 | -0.412 |
| after global placement | -0.723 | 0.380 | -0.378 |
| after floorplan | 0 | - | 0.216 |
-- flip-flops by register name, summed over array words and instances, names as in the netlist --
signal        count
m1.Pixel_Cnt     16
m1.Line_Cnt      16
-- cells in the final DEF (no fill, tap or decap), types with 2 or more instances in the layout --
cell,count
buf_4,53
dfrtn_1,32
nor2_1,16
nand2_1,12
conb_1,10
nand3_1,9
buf_6,9
o21ai_0,8
inv_1,7
xor2_1,6
xnor2_1,5
clkbuf_8,5
nor3_1,4
ha_1,4
nand2b_1,3
nor4_2,3
nor2_2,3
o211ai_1,3
a21oi_1,3
nand4_1,3
nor3b_1,3
buf_2,3
or2_1,2
mux2_4,2
and3_4,2
nor3_4,2
nor4_1,2
a211o_1,2
o31ai_1,2
ha_2,2
-- per-layer routing --
layer | vias to the layer above | routed length (um) | track usage
met5 | - | 0 | 0
met4 | 0 | 39 | 0.0173
met3 | 4 | 175 | 0.0401
met2 | 25 | 1810 | 0.211
met1 | 665 | 2080 | 0.226
li1 | 710 | - | -
-- kinds of logic (layout without fill, tap and decap cells) --
logic type,after synthesis,after routing
simple gates,77,77
other cells,1,10
flops,32,32
fa+ha+maj,7,7
buf+inv,12,82
compound gates,20,20
mux,3,3
xor+xnor,11,11
-- power groups by stage --
stage	Clock, uW	Sequential (uW)	Combinational [uW]
final	234	256	8.55
after global routing	251	256	10.0
after CTS	240	256	8.81
-- what timing repair did --
action	4_1_cts	5_1_grt
resized	23	19
pin swaps	8	9
endpoints found under the setup margin	3	19
setup buffers	30	6
-- worst max-delay path, stage by stage, from the launching register on --
cell and delay, ns:
dfrtn_1 0.39, buf_4 0.15, ha_1 0.18, nor2_1 0.11
nand2_1 0.09, a211o_1 0.29, o211ai_1 0.14, a21oi_1 0.06
buf_2 0.11
-- area by class of cell --
type | instances | share of cell area
clock buffers | 5 | 0.0280
clock inverters | 3 | 0.0173
inverters | 8 | 0.0122
multi-input cells | 128 | 0.367
flip-flops and latches | 32 | 0.326
well taps | 70 | 0.0357
repair buffers | 66 | 0.214
-- path summary, 6_finish.rpt --
kind / start / endpoint
hold reg to reg: m1.Pixel_Cnt[5] / m1.Pixel_Cnt[5]
setup / recovery: m1.Pixel_Cnt[0] / DE
hold / removal: m1.Pixel_Cnt[5] / m1.Pixel_Cnt[5]
min in group asynchronous: Reset / m1.Line_Cnt[10]
max in group asynchronous: Reset / m1.Line_Cnt[12]
setup reg to reg: m1.Pixel_Cnt[0] / m1.Line_Cnt[12]
Power and IR drop assume default switching activity.
