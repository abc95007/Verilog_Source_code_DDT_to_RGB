### ./run.sh
#!/bin/bash
# OpenROAD 26Q1-2900-gdf79404cd8, Yosys 0.63+post, stock flow scripts
make -C /OpenROAD-flow-scripts/flow DESIGN_CONFIG=/design/flow/config.mk WORK_HOME=/design/flow/orfs finish
### ./design.v
`timescale 1ns / 1ps
module Debouncer(
input Clock,
input Reset,
input Botten_IN,
input	[15:0]Pixel_Cnt,
input	[15:0]Line_Cnt,
output wire Botten
    );
parameter Source_Num = 50;
parameter HSA_Num = 2;
parameter HFP_Num = 3;
parameter HBP_Num = 4;
parameter H_total = Source_Num + HSA_Num + HFP_Num +HBP_Num;
parameter Gate_Num =20;
parameter VSA_Num = 2;
parameter VFP_Num = 3;
parameter VBP_Num = 4;
parameter V_total =Gate_Num + VSA_Num + VFP_Num +VBP_Num;
reg [19:0]Clock_Deb;
wire [19:0]Clock_Deb_Next = Botten_IN == 0 ? 0 :
					Clock_Deb < H_total*V_total ? Clock_Deb + 1'b1 : 20'hFFFFF ;		
always @(posedge Clock or negedge Reset)
if(!Reset)
	Clock_Deb[19:0] <= 0;
else
	Clock_Deb[19:0] <= Clock_Deb_Next;
assign Botten = (Clock_Deb[19:0]	> 0)	&& (Clock_Deb[19:0] < (H_total*V_total)) && (Pixel_Cnt[15:0] == (H_total-1)) && (Line_Cnt[15:0]	==	(V_total-1))	?	1	:	0;	 
endmodule
### ./constraint.sdc
current_design Debouncer

set clk_period 4.5
set clk_io_pct 0.2

create_clock -name clk0 -period $clk_period [get_ports {Clock}]

set non_clock_inputs [all_inputs -no_clocks]
set_input_delay [expr $clk_period * $clk_io_pct] -clock clk0 $non_clock_inputs
set_output_delay [expr $clk_period * $clk_io_pct] -clock clk0 [all_outputs]
### ./config.mk
export PLATFORM = sky130hd
export DESIGN_NAME = Debouncer
export DESIGN_NICKNAME = Debouncer
export VERILOG_FILES = /design/flow/design.v
export SDC_FILE = /design/flow/constraint.sdc
export NUM_CORES = 4
export LEC_CHECK = 1
export CORE_AREA = 10 10 95 95
export DIE_AREA = 0 0 105 105
==> summary.txt <==
fresh numbers from the pnr run: Post-synth regs=20, Post-synth top cells=20 x dfrtp_1, 9 x a21boi_2, 8 x nor4_1, number of buffers on the longest clock path=2, worst hold path cell count=1, global placement routability congestion=0.763, sort of element at the end of the critical path=primary output, clock period minus worst slack=between 3 and 4 ns, startpoint of the most critical hold path=Clock_Deb[0], most popular library cell in the synthesized design by count=dfrtp_1, Max Cap Violations=0, Detailed Routing Iterations Pass 1=4, async set-reset flop share out of synthesis=1.00, number of enable flip-flop cells=0, remaining max-slew budget at the tightest pin=0.633, Critical Path AT=between 2 and 3 ns, Post-Route Setup TNS=0 ns, Leakage=about 0.58 nW, flop2flop setup slack=between 2 and 3 ns, Tool Warnings=26, commonest register cell after synthesis=dfrtp_1, Total GRT Usage=0.0464, fraction of layout instances using a drive strength above 1=0.138, Rows=30, fraction of power consumed by sequential logic=0.512, final antenna-violating net count=0, share of the yosys chip area belonging to registers=0.470, combinational fraction of design power=0.147, Clk network pwr share=0.342, Switching Power=a little over 0.08 mW, antenna fix cells=0, fraction of post-synthesis cell area in the top cell type by area=0.470, slew at the pin closest to its max-slew limit=approximately 0.55 ns, register with the highest flop count=Clock_Deb, P&R area growth vs syn=48.3%, run status=complete, no violations, largest cells by area after synthesis=dfrtp_1 47%, a21boi_2 9.5%, and2b_1 4.9%, nor4_1 4.7%, xnor2_1 3.3%, IO Count=36, Crit Path Category=primary input to primary output, clock-pin slew of the registers on the worst-case setup and hold paths=about 0.070 ns, instance count of the mapped netlist=around 93, count of hold-fix buffers inserted at cts=0, total overflow reported by the global router=0, total clock buffers created by CTS=3, Layout Skew=slightly below 0.006 ns, master cell of the clock root buffer=clkbuf_8, Clock Sinks=20, post-layout total power=approximately 0.39 mW, total via count after detailed routing=slightly above 800, final standard cell utilization of the core=0.229, fraction of power spent switching nets=0.210, Req. time, crit path=roughly 3.6 ns, setup repair after global routing missed its margin=false, Hold WC Path Type=flop to flop, Final Max Slew Viols=0, top fanout value on the critical path=1, worst hold endpoint=Clock_Deb[0], Post-route DRC=0, largest area contributor in the netlist=dfrtp_1, maximum number of pins on one net before global-route repair=21, Max Freq=290 MHz, PwrDens=about 250 mW/mm^2, final wirelength=about 2500 microns, Post-Synthesis Cell Area=0.00106 sq mm, number of distinct library cells after synthesis=29, Pint=~0.31 mW, core utilization before placement=0.154, critical path startpoint category=primary input, Resized Gates After CTS=0, antenna violations before repair=0, Largest register FFs=20, area of the chip=0.0110 sq mm, CTS tree=done, Synthesis Warnings=1, worst voltage drop across the vdd grid=approximately 0.1 mV, via-per-instance ratio=approximately 3.6, syn_area_per_cell=around 11 sq um, Post CTS Setup Buffer Count=0, number of cells in Yosys stat=slightly above 90, number of global-route vias before repair=roughly 870, DR iter-0 viols=around 45, core area=around 0.007 sq mm, DP HPWL=between 1500 and 2000 microns, horizontal extent of the die=roughly 110 microns, FF-to-FF path depth=4, clock latency on the worst-skew pair=around 0.25 ns, input/output buffers=35, number of setup violations in the final report=0, post-route clock period utilization=0.767, reg-to-reg startpoint=Clock_Deb[17], area figure in the yosys stat output=approximately 0.0011 sq mm, final hold vios=0, die span in y=105 microns, global-route wire length before repair=~4400 microns, dpl cell area=0.00152 sq mm, final design instance area without fill=0.00158 sq mm, reg2reg end=Clock_Deb[16], number of levels in the clock H-tree=1, registers with the most flip-flops=Clock_Deb (20), average wire per standard cell=between 10 and 15 microns
==> worst max-delay path by stage <==
| stage | start | end | slack, ns | depth (start not counted) |
|---|---|---|---|---|
| after global routing | Pixel_Cnt[0] | Botten | 0.99 | 5 |
| after CTS | Line_Cnt[4] | Botten | 1.04 | 5 |
| final | Line_Cnt[4] | Botten | 1.05 | 5 |
==> area by class of cell <==
cell class                      count  area, sq um
Inverter                            3         11.3
Multi-Input combinational cell     67          534
Clock buffer                        4         55.1
Tap cell                           96          120
Timing Repair Buffer               36          358
Sequential cell                    20          500
Fill cell                         747         5330
==> kinds of logic (layout without fill, tap and decap cells) <==
kind of cell	count (synthesis)	after routing	synth area share
buf+inv	6	43	0.0282
xor+xnor	8	8	0.0658
simple gates	41	41	0.259
fa+ha+maj	2	2	0.0235
compound gates	16	16	0.154
flops	20	20	0.470
==> metrics by stage <==
step,setup slack (ns),cells,hold slack [ns]
finish,1.05,226,0.525
global route,0.989,226,0.555
CTS,1.04,226,0.529
detailed placement,1.04,222,0.518
global placement,1.04,222,0.513
floorplan,2.10,93,0.484
==> power groups by stage <==
| stage | sequential, mW | clock [mW] | combinational (mW) |
|---|---|---|---|
| 4_1_cts | 0.198 | 0.139 | 0.0578 |
| 5_1_grt | 0.199 | 0.150 | 0.0631 |
| 6_report | 0.198 | 0.132 | 0.0569 |
==> critical path, stage by stage <==
cell and delay, ns:
clkdlybuf4s50_1 0.44, nor4bb_1 0.29, nand4_1 0.16, nor4b_2 0.26, clkdlybuf4s50_1 0.50
==> layer usage <==
layer / vias up / wire length [microns] / GRT usage / part of all wire
li1: 416 / - / - / -
met3: 2 / 65 / 0.00870 / 0.026
met4: 0 / 43 / 0.00784 / 0.017
met1: 390 / 1070 / 0.0568 / 0.42
met2: 9 / 1350 / 0.0832 / 0.53
met5: - / 0 / 0 / 0
==> layout by cell type, fill, tap and decap left out, types with 2 or more instances in the layout <==
master and instances:
nor4b_1 3, a21boi_0 2, nand3_1 2, and2b_1 7, and3_1 2, nand4_1 5
inv_1 3, nor4_1 8, a31oi_1 2, xnor2_1 4, nand2_1 4, a21boi_2 9
ha_1 2, dfrtp_1 20, xor2_1 4, nor2_1 2, clkbuf_8 4, clkdlybuf4s50_1 35
Power figures rest on the tool's default switching activity, not on a simulated workload.
