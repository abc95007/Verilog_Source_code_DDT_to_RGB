## design/flow/config.mk

```make
export PLATFORM = sky130hd
export DESIGN_NAME = DDT
export DESIGN_NICKNAME = DDT
export VERILOG_FILES = /design/flow/design.v
export SDC_FILE = /design/flow/constraint.sdc
export NUM_CORES = 4
export LEC_CHECK = 1
export CORE_UTILIZATION = 30
```

## design/flow/constraint.sdc

```tcl
current_design DDT

set clk_period 3.9
set clk_io_pct 0.2

create_clock -name clk0 -period $clk_period [get_ports {DDT_Clock}]

set non_clock_inputs [all_inputs -no_clocks]
set_input_delay [expr $clk_period * $clk_io_pct] -clock clk0 $non_clock_inputs
set_output_delay [expr $clk_period * $clk_io_pct] -clock clk0 [all_outputs]
```

## design/flow/design.v

```verilog
`timescale 1ns / 1ps
module DDT(
input DDT_Clock,
input Reset,
output wire DDT_VSA,
output wire DDT_HSA,
output wire DDT_DE,
output reg [15:0]DDT_Pixel_Data_Cnt,
output reg [15:0]DDT_Line_Data_Cnt,
output reg [15:0]DDT_Pixel_Cnt,
output wire DDT_Line_Clear,
output wire [7:0]DDT_R,
output wire [7:0]DDT_G,
output wire [7:0]DDT_B
    );
parameter Source_Num = 30;
parameter HSA_Num = 2;
parameter HFP_Num = 3;
parameter HBP_Num = 4;
parameter H_total = Source_Num + HSA_Num + HFP_Num +HBP_Num;
parameter Gate_Num =15;
parameter VSA_Num = 2;
parameter VFP_Num = 3;
parameter VBP_Num = 4;
parameter V_total =Gate_Num + VSA_Num + VFP_Num +VBP_Num;
wire DDT_HBP;
wire DDT_HFP;
wire DDT_VBP;
wire DDT_VFP;
reg [15:0]DDT_Line_Cnt;
reg DDT_Line_DDT_Clock;
wire [15:0]DDT_Pixel_Cnt_Next = DDT_Pixel_Cnt[15:0] < H_total - 1 ? DDT_Pixel_Cnt[15:0] + 1'b1 : 0;
always @(negedge DDT_Clock or negedge Reset)
begin
	if (!Reset)
		DDT_Pixel_Cnt[15:0] <= 0;
	else
		DDT_Pixel_Cnt[15:0] <= DDT_Pixel_Cnt_Next[15:0];
end
assign DDT_Line_Clear = DDT_Pixel_Cnt[15:0] == H_total -1	?	1 : 0;
wire DDT_Line_DDT_Clock_Next = DDT_Line_Clear == 1		?		~DDT_Line_DDT_Clock	: DDT_Line_DDT_Clock	;
always @(negedge DDT_Clock or negedge Reset)
begin
	if (!Reset)
		DDT_Line_DDT_Clock <= 0;
	else
		DDT_Line_DDT_Clock <= DDT_Line_DDT_Clock_Next;
end
wire [15:0]DDT_Line_Cnt_Next = (DDT_Line_Clear == 1 ) && (DDT_Line_Cnt[15:0] == (V_total-1)) 	?	0								:
									(DDT_Line_Clear == 1 )													?	DDT_Line_Cnt[15:0] + 1'b1	:	DDT_Line_Cnt[15:0]	;
always @(negedge DDT_Clock or negedge Reset)
begin
	if (!Reset)
		DDT_Line_Cnt[15:0] <= 0;
	else
		DDT_Line_Cnt[15:0] <= DDT_Line_Cnt_Next[15:0];
end
wire [15:0]DDT_Pixel_Data_Cnt_Next = DDT_Pixel_Cnt[15:0] >= (HFP_Num + HSA_Num + HBP_Num -1) && DDT_Pixel_Cnt[15:0] < (H_total-1) ? DDT_Pixel_Data_Cnt[15:0] + 1'b1 : 0 ;
always @(negedge DDT_Clock or negedge Reset)
begin
	if (!Reset)
		DDT_Pixel_Data_Cnt[15:0] <= 0;
	else
		DDT_Pixel_Data_Cnt[15:0] <= DDT_Pixel_Data_Cnt_Next[15:0];
end
wire [15:0]DDT_Line_Data_Cnt_Next = DDT_Line_Cnt[15:0] >= (VFP_Num + VSA_Num + VBP_Num) && DDT_Line_Cnt[15:0] <= (V_total) ? DDT_Line_Data_Cnt[15:0] + 1'b1 : 0 ;
always @(negedge DDT_HSA or negedge Reset)
begin
	if (!Reset)
		DDT_Line_Data_Cnt[15:0] <= 0;
	else
		DDT_Line_Data_Cnt[15:0] <= DDT_Line_Data_Cnt_Next[15:0];
end
assign DDT_HFP = DDT_Pixel_Cnt[15:0] >=0 && DDT_Pixel_Cnt[15:0] <HFP_Num	? 1:0;
assign DDT_HSA = DDT_Pixel_Cnt[15:0] >=HFP_Num && DDT_Pixel_Cnt[15:0] <HFP_Num + HSA_Num	? 1:0;
assign DDT_HBP = DDT_Pixel_Cnt[15:0] >=HFP_Num + HSA_Num && DDT_Pixel_Cnt[15:0] <HFP_Num + HSA_Num + HBP_Num	? 1:0;
assign DDT_VFP = DDT_Line_Cnt[15:0] >=0 && DDT_Line_Cnt[15:0] <VFP_Num	? 1:0;
assign DDT_VSA = DDT_Line_Cnt[15:0] >=VFP_Num && DDT_Line_Cnt[15:0] <VFP_Num + VSA_Num	? 1:0;
assign DDT_VBP = DDT_Line_Cnt[15:0] >=VFP_Num + VSA_Num && DDT_Line_Cnt[15:0] <VFP_Num + VSA_Num + VBP_Num	? 1:0;
assign DDT_DE =  DDT_Line_Cnt < VFP_Num + VSA_Num + VBP_Num ? 0 		:
					  DDT_Pixel_Cnt >= HFP_Num + HSA_Num + HBP_Num  && DDT_Pixel_Cnt < H_total  ? 1 	: 0 ;
wire [7:0]DDT_Data_R;
wire [7:0]DDT_Data_G;
wire [7:0]DDT_Data_B;
assign DDT_Data_R[7:0] = DDT_Pixel_Data_Cnt[0] == 0 ? 0 : 8'd255 ;
assign DDT_Data_G[7:0] = DDT_Pixel_Data_Cnt[0] == 0 ?	0 : 8'd255 ;
assign DDT_Data_B[7:0] = DDT_Pixel_Data_Cnt[0] == 0 ? 0 : 8'd255 ;
assign DDT_R[7:0] = DDT_DE == 1 ? DDT_Data_R[7:0] : 0;
assign DDT_G[7:0] = DDT_DE == 1 ? DDT_Data_G[7:0] : 0;
assign DDT_B[7:0] = DDT_DE == 1 ? DDT_Data_B[7:0] : 0;
endmodule
```

## design/flow/run.sh

```bash
#!/bin/bash
# OpenROAD 26Q1-2900-gdf79404cd8, Yosys 0.63+post, stock flow scripts
make -C /OpenROAD-flow-scripts/flow DESIGN_CONFIG=/design/flow/config.mk WORK_HOME=/design/flow/orfs finish
```

==> flow_metrics.py <==
# Generated from Yosys and OpenROAD reports
metrics = {
    "run_status": {
        "run_status": "complete, but fails checks",
        "violations": "negative setup slack",
    },
    "die": {
        "placement_rows": 38,
        "die_y_um": 108.6,
        "floorplan.initialDensity": 0.3117,
        "core-area_um2": 10940,
        "chip_area_um2": 11790,
        "boundaryPins": 78,
        "chipWidth_um": 108.6,
    },
    "pwr": {
        "swShare": 0.2034,
        "p_int_mw": 0.7748,
        "combPwrFrac": 0.036,
        "p_leak_nw": 2.511,
        "power.ir.vdd_worst_v": 0.0001599,
        "clkPwrFrac": 0.438,
        "power.switching_mw": 0.1979,
        "report.power.total_mw": 0.9727,
        "p_seq_frac": 0.526,
        "power_density_nw_per_um2": 187.7,
    },
    "route": {
        "wirelength_mm": 7.887,
        "detail_route.iter0.violations": 73,
        "antenna_cells_inserted": 0,
        "drt-wirelength-per-cell_um": 12.34,
        "ant_nets": 0,
        "routed_via_density": 4.563,
        "drt-pass1-iter-count": 4,
        "detailroute.via_count": 2916,
        "drcViolationCount": 0,
    },
    "clock_tree": {
        "numCtsBuffers": 5,
        "clk-insertion-delay-late_ns": 0.31,
        "cts_tree": "built",
        "hold_buffers": 0,
        "htreeDepth": 2,
        "clock_path_buffers": 2,
        "clk_pin_slew_ns": 0.04,
        "clockRootBuffer": "clkbuf_16",
    },
    "global_route": {
        "globalRouteMet3Util": 0.01779,
        "first_global_vias": 2718,
        "grt_pass1_wl_mm": 12.92,
        "top_usage_layer": "met2",
        "groute.layer.met2.usage": 0.2220,
        "globalRouteTotalUtil": 0.1393,
        "antenna_violations_before_repair": 0,
        "global_route.usage.met1": 0.2143,
        "largest_net_degree_at_the_start_of_global_routing": 65,
        "grt_residual_overflow": 0,
    },
    "worst_hold_path": {
        "worstHoldPathType": "register to register",
    },
    "placed_design": {
        "io_buffer_count": 77,
        "gp_routability_congestion": 0.8263,
        "place.detailed.hpwl_mm": 5.299,
        "numPlacedInstances": 584,
        "place_area_um2": 4624,
    },
    "worst_setup_path": {
        "critical_path_arrival_ns": 4.07,
        "crit_type": "register to output port",
        "crit_path_end_kind": "output port",
        "cp-start-kind": "register",
        "slowest_cell_delay_on_critical_path_ns": 0.46,
        "cp_cell_sequence": "inv_2, ha_4, or3b_4, a21oi_4, a221oi_4, and2_4, buf_6, buf_2",
        "critPathRequiredTime_ns": 3.12,
        "worstPathMaxFanout": 5,
        "crit_path_top_delay_cell": "dfrtn_1",
    },
    "final_timing": {
        "setup_viol": 28,
        "drv_slew": 0,
        "final_hold_viol_count": 0,
        "max_slew.worst_pin.slew_ns": 0.5598,
        "rsz0062_at_grt": "yes",
        "slew_headroom": 0.6268,
        "unclocked_regs": 16,
        "number_of_unconstrained_endpoints": 32,
        "final.setup.worst_slack_ns": -0.9462,
        "timing.clock.skew_ns": 0.008293,
    },
    "logic_synthesis": {
        "avgSynthCellArea_um2": 10.30,
        "yosysCellCount": 331,
        "asyncSetResetFlopFracSynth": 1.000,
        "largest_area_cell": "dfrtn_1",
        "synthesis.yosys.warnings": 1,
        "synth_flop_count": 64,
        "synthTopCellsByArea": "dfrtn_1, xor2_1, buf_4, nor2_1, xnor2_1",
        "ys_dominant_reg_cell": "dfrtn_1",
        "yosys_stat_chip_area_um2": 3408,
        "count_of_unique_library_cells_instantiated_by_yosys": 47,
        "seq_area_frac_synth": 0.4699,
        "netlist_area_um2": 3408,
        "number_of_instances_in_the_synthesized_netlist": 331,
        "netlist.area_leader.share": 0.4699,
        "enable_flop_cells": 0,
    },
    "final_layout": {
        "final_cells": 639,
        "lay_top_count": "buf_4",
        "layout_top_cells_excl_fill_tap": "buf_4, dfrtn_1, nor2_1, buf_6, dlygate4sd2_1",
        "post_route_cells_drive_above_1_share": 0.3607,
        "layout.core_utilization": 0.4738,
        "fin_area_um2": 5181,
        "synthToLayoutAreaGrowth_pct": 52.02,
    },
    "run": {
        "openroad.warnings": 34,
        "maxCapViolCount": 0,
    },
}
[cells by family after synthesis]
kind of cell             after synthesis  synth area share
flip-flops                            64            0.4699
other                                  1          0.001100
AND/OR/NAND/NOR                      140            0.2529
XOR/XNOR                              38           0.09765
multiplexers                           2          0.006241
buffers and inverters                 46           0.08187
adder cells (fa/ha/maj)                9           0.03304
AND-OR/OR-AND                         31           0.05727
[final cells by class]
type,instances,area [um^2]
clock inverter,1,8.758
fill,977,5754
inverter,14,52.55
tap,140,175.2
multi-input combinational,233,1695
timing repair buffer,181,1509
sequential,64,1602
clock buffer,6,138.9
[registers in the layout (all words and copies together), names as in the netlist]
name	flops
DDT_Pixel_Cnt	16
DDT_Pixel_Data_Cnt	16
DDT_Line_Cnt	16
DDT_Line_Data_Cnt	16
[worst max-delay path, delay by kind of cell (launching register included)]
family / cells / cell delay [ns]
fa+ha+maj: 1 / 0.16
buf+inv: 3 / 0.26
simple gates: 2 / 0.47
flops: 1 / 0.46
compound gates: 2 / 0.46
[what timing repair did]
| item | CTS | global route |
|---|---|---|
| setup buffers | 46 | 7 |
| resized | 153 | 15 |
| pin swaps | 14 | 10 |
| setup endpoints to repair | 60 | 30 |
| cloned | 3 | 0 |
[power by group through the flow]
stage	logic, mW	clock network [mW]	registers, mW
CTS	0.0362	0.442	0.512
global route	0.0398	0.462	0.512
finish	0.0346	0.426	0.512
[synth_stat cells, types with 2 or more instances]
cell,number
a211o_1,2
a21o_1,2
a21oi_1,9
and2_1,4
and3_1,2
and4_1,3
and4_4,2
buf_2,4
buf_4,23
buf_6,2
clkbuf_1,2
dfrtn_1,64
ha_1,9
inv_1,13
nand2_1,22
nand3_1,15
nand4_1,12
nand4_2,2
nand4_4,3
nor2_1,36
nor2b_1,2
nor3_1,12
nor4_1,6
nor4_2,3
nor4_4,2
o21ai_0,6
o21ai_1,3
o31ai_1,5
o41ai_1,2
or2_1,2
or3_2,4
or4_1,2
xnor2_1,14
xor2_1,24
[per-stage QoR]
step	hold slack (ns)	setup slack (ns)	TNS (ns)
after floorplan	0.3921	-0.5041	-12.20
after global placement	0.4308	-0.9715	-25.84
after detailed placement	0.4492	-1.081	-28.46
after CTS	0.4770	-0.9331	-24.57
after global routing	0.4946	-1.033	-26.92
final	0.4773	-0.9462	-24.32
[path summary, 6_finish.rpt]
kind                       depth (start not counted)             start                      to  slack, ns
max in group asynchronous                          2             Reset        DDT_Line_Cnt[15]       1.27
setup / recovery                                   8  DDT_Pixel_Cnt[1]                DDT_B[7]      -0.95
hold / removal                                     1  DDT_Line_Cnt[15]        DDT_Line_Cnt[15]       0.48
setup reg to reg                                  18  DDT_Pixel_Cnt[3]         DDT_Line_Cnt[2]       1.37
hold reg to reg                                    1  DDT_Line_Cnt[15]        DDT_Line_Cnt[15]       0.48
min in group asynchronous                          2             Reset  DDT_Pixel_Data_Cnt[12]       2.31
[routing by layer]
layer  share of wire  vias up
met1            0.47     1388
li1                -     1457
met5               0        -
met2            0.47       65
met4           0.013        0
met3           0.045        6
No activity file was given, so power comes from the tool's default toggle rates.
